### design.v
module decoder_four_to_sixteen (
    input [3:0] inputs,
    output [15:0] outputs
);
assign outputs = (1 << inputs);
endmodule
module mux_sixteen_to_one #(parameter W = 4) (
    input [W-1:0] d0,
    input [W-1:0] d1,
    input [W-1:0] d2,
    input [W-1:0] d3,
    input [W-1:0] d4,
    input [W-1:0] d5,
    input [W-1:0] d6,
    input [W-1:0] d7,
    input [W-1:0] d8,
    input [W-1:0] d9,
    input [W-1:0] d10,
    input [W-1:0] d11,
    input [W-1:0] d12,
    input [W-1:0] d13,
    input [W-1:0] d14,
    input [W-1:0] d15,
	 input [3:0] select,
    output reg [W-1:0] OUT
);
always @(*) begin
    case (select)
        4'b0000: OUT = d0;
        4'b0001: OUT = d1;
        4'b0010: OUT = d2;
        4'b0011: OUT = d3;
        4'b0100: OUT = d4;
        4'b0101: OUT = d5;
        4'b0110: OUT = d6;
        4'b0111: OUT = d7;
        4'b1000: OUT = d8;
        4'b1001: OUT = d9;
        4'b1010: OUT = d10;
        4'b1011: OUT = d11;
        4'b1100: OUT = d12;
        4'b1101: OUT = d13;
        4'b1110: OUT = d14;
        4'b1111: OUT = d15;
    endcase
end
endmodule
module register_file #(parameter W=4)(
	input CLK, RESET, WE,
   input [3:0] A1, A2, A3,
   input [W-1:0] data,
   output [W-1:0] RD1,RD2,
	output [16-1:0] dec
);
    wire [W-1:0] mux_out;
    wire [W-1:0] r0,r1,r2,r3,r4,r5,r6,r7,r8,r9,r10,r11,r12,r13,r14,r15;
    decoder_four_to_sixteen dec_1(A3, dec);
	 register_with_reset_write #(W) rg0(.CLK(CLK), .RESET(RESET), .WE(WE & dec[0]), .data(data), .OUT(r0));
	 register_with_reset_write #(W) rg1(.CLK(CLK), .RESET(RESET), .WE(WE & dec[1]), .data(data), .OUT(r1));
	 register_with_reset_write #(W) rg2(.CLK(CLK), .RESET(RESET), .WE(WE & dec[2]), .data(data), .OUT(r2));
	 register_with_reset_write #(W) rg3(.CLK(CLK), .RESET(RESET), .WE(WE & dec[3]), .data(data), .OUT(r3));
	 register_with_reset_write #(W) rg4(.CLK(CLK), .RESET(RESET), .WE(WE & dec[4]), .data(data), .OUT(r4));
	 register_with_reset_write #(W) rg5(.CLK(CLK), .RESET(RESET), .WE(WE & dec[5]), .data(data), .OUT(r5));
	 register_with_reset_write #(W) rg6(.CLK(CLK), .RESET(RESET), .WE(WE & dec[6]), .data(data), .OUT(r6));
	 register_with_reset_write #(W) rg7(.CLK(CLK), .RESET(RESET), .WE(WE & dec[7]), .data(data), .OUT(r7));
	 register_with_reset_write #(W) rg8(.CLK(CLK), .RESET(RESET), .WE(WE & dec[8]), .data(data), .OUT(r8));
	 register_with_reset_write #(W) rg9(.CLK(CLK), .RESET(RESET), .WE(WE & dec[9]), .data(data), .OUT(r9));
	 register_with_reset_write #(W) rg10(.CLK(CLK), .RESET(RESET), .WE(WE & dec[10]), .data(data), .OUT(r10));
	 register_with_reset_write #(W) rg11(.CLK(CLK), .RESET(RESET), .WE(WE & dec[11]), .data(data), .OUT(r11));
	 register_with_reset_write #(W) rg12(.CLK(CLK), .RESET(RESET), .WE(WE & dec[12]), .data(data), .OUT(r12));
	 register_with_reset_write #(W) rg13(.CLK(CLK), .RESET(RESET), .WE(WE & dec[13]), .data(data), .OUT(r13));
	 register_with_reset_write #(W) rg14(.CLK(CLK), .RESET(RESET), .WE(WE & dec[14]), .data(data), .OUT(r14));
	 register_with_reset_write #(W) rg15(.CLK(CLK), .RESET(RESET), .WE(WE & dec[15]), .data(data), .OUT(r15));
	 mux_sixteen_to_one #(W) mux1(
	 .d0(r0),
	 .d1(r1),
	 .d2(r2),
	 .d3(r3),
	 .d4(r4),
	 .d5(r5),
	 .d6(r6),
	 .d7(r7),
	 .d8(r8),
	 .d9(r9),
	 .d10(r10),
	 .d11(r11),
	 .d12(r12),
	 .d13(r13),
	 .d14(r14),
	 .d15(r15),
	 .select(A1),
	 .OUT(RD1));
	  mux_sixteen_to_one #(W) mux2(
	 .d0(r0),
	 .d1(r1),
	 .d2(r2),
	 .d3(r3),
	 .d4(r4),
	 .d5(r5),
	 .d6(r6),
	 .d7(r7),
	 .d8(r8),
	 .d9(r9),
	 .d10(r10),
	 .d11(r11),
	 .d12(r12),
	 .d13(r13),
	 .d14(r14),
	 .d15(r15),
	 .select(A2),
	 .OUT(RD2));
endmodule
module register_with_reset_write #(parameter W=4)(
	input CLK,
	input RESET, 
	input WE, 
	input [W-1:0] data,
	output reg [W-1:0] OUT
);
always @(posedge CLK) begin
    if (RESET == 1) OUT <= 0; 
	 else if(RESET == 0 && WE == 1) OUT <= data; 
end
endmodule
### config.mk
export PLATFORM = sky130hd
export DESIGN_NAME = register_file
export DESIGN_NICKNAME = register_file
export VERILOG_FILES = /design/flow/design.v
export SDC_FILE = /design/flow/constraint.sdc
export NUM_CORES = 4
export LEC_CHECK = 1
export CORE_UTILIZATION = 50
### run.sh
#!/bin/bash
# OpenROAD 26Q1-2900-gdf79404cd8, Yosys 0.63+post, stock flow scripts
make -C /OpenROAD-flow-scripts/flow DESIGN_CONFIG=/design/flow/config.mk WORK_HOME=/design/flow/orfs finish
### constraint.sdc
current_design register_file

set clk_period 6.1
set clk_io_pct 0.2

create_clock -name clk0 -period $clk_period [get_ports {CLK}]

set non_clock_inputs [all_inputs -no_clocks]
set_input_delay [expr $clk_period * $clk_io_pct] -clock clk0 $non_clock_inputs
set_output_delay [expr $clk_period * $clk_io_pct] -clock clk0 [all_outputs]
==> commit_impl_results.txt <==
Add synthesis and place-and-route results

- Summed over all layers, the routed wires come to 12.4 mm.
* Largest net degree at the start of global routing: 66
* Area growth from synthesis to layout: 16.4%
- Pre-antenna DRT Iters: 5
- Horizontal die dimension: 88.8 µm
* CP arrival: 3840 ps
* Cell total in the yosys stat output: 485
- In this run the worst hold path is classified as register to register.
- Register share after synthesis: 34.0%
* Most frequent cell on the critical path: sky130_fd_sc_hd__clkdlybuf4s50_1
- The repair_antennas step left the layout with diodes totalling 0.
- Of all nets on the critical path, the largest fanout is 25.
- In the setup report, the worst path falls into the class input pin to output pin.
* # H-tree levels: 3
* Clock period minus final worst setup slack: 5060 ps
- Once placement finished, the instance area stood at 4180 µm².
- Post-CTS repair ended up resizing 0 cells.
* Post-synthesis instance area: 3760 µm²
- Counting the buffers created by CTS gives 9.
* Cell variety after synth: 46
* Worst-case vdd ir drop: 0.184 mV
* Post CTS Setup Buffer Count: 0
* Overall track demand over capacity in global routing: 33.4%
* Buffering stage count on the worst path with inverters included: 2
- The transition time recorded at the tightest slew-check pin is 865 ps.
* Outcome: completed
* Critical path endpoint category: output pin
* Post-DP HPWL: 9.00 mm
- Counting every instance in the synthesized netlist gives 485.
- Final non-filler cell area: 4380 µm²
- Max transition margin: 42.1%
* Port bufs: 42
- Flops after synth: 64
- Vias in the first global route: 3219
- Number of slew-limit violations in the final report: 0
- The initial antenna violation count came to 0.
* Buffer depth of the longest clock path: 2
- TritonCTS clock tree: yes
- The floorplan step set the die height to 88.8 µm.
* Clock latency at the later pin of the worst-skew pair: 350 ps
- The final timing report lists a hold violation count of 0.
- 43 I/O pins were placed.
- Across all stage logs, warnings added up to 26.
- For reference, the post-synthesis area per instance comes to 7.76 µm².
* Row cnt: 31
- For the worst setup path, the data required time is 4880 ps.
- Synth Warn #: 2
- Wire length per cell after detailed routing: 20.2 µm
* Cell at the root of the clock tree: sky130_fd_sc_hd__clkbuf_8
- For this run, design rule violations remaining after detail routing come to 0.
- Area of the core: 7250 µm²
* Cell-by-cell listing of the critical path: clkdlybuf4s50_1 > nor2b_1 > a22oi_1 > mux2_2 > nor2_1 > a211o_1 > clkdlybuf4s50_1
- Crit-path slowest cell: sky130_fd_sc_hd__clkdlybuf4s50_1
* Violation count after the first detailed-route iteration: 344
* Final cycle utilization of the critical path: 83.0%
* Routability congestion estimate from global placement: 1.10
- The first global-routing pass estimated 18.6 mm of wire.
* Maximum cell stage delay along the critical path: 860 ps
* Gate family responsible for the most delay along the worst path: buffers and inverters
* Total of hold buffers inserted after clock tree synthesis: 0
- Summed over all layers, the global routing overflow is 0.
- Clock tree synthesis found a total of 64 sinks.
* Share of post-route cells with drive strength above 1: 6.43%
- Pwr dens: 210 nW/µm²
- Clock-pin transition on the worst setup and hold timing paths: 70 ps
- The script logs the ratio of routed vias to standard cells as 6.10.
* Overall via count from detail_route: 3732
- Per the post-route antenna check, the number of violating nets is 0.
- Starting density of the core: 51.9%
* Chip area estimate from yosys synthesis: 3760 µm²
- STA classifies the critical path startpoint as an input pin.
- Fill cells in the final layout number 645.
* Unrepaired setup endpoints after global routing: false
- The number of maximum-capacitance violations recorded for the run is 0.
- DIE AREA: 7880 µm²
* Max Clk Rate: 198 MHz
- Post-route clock skew: 0 ps
- TNS Setup: 0 ps
* Leakage component of the power: 1.48 nW
* Endpoints failing setup: 0
-- routing by layer --
| layer | up-vias | GRT usage [%] | routed length (µm) |
|---|---|---|---|
| met4 | 0 | 8.80 | 432 |
| met2 | 178 | 47.0 | 5190 |
| li1 | 1816 | - | - |
| met5 | - | 0 | 0 |
| met1 | 1705 | 53.9 | 5780 |
| met3 | 33 | 5.77 | 995 |
-- cells in the final DEF (no fill, tap or decap), types with 2 or more instances in the layout --
| cell | n |
|---|---|
| sky130_fd_sc_hd__nand2b_1 | 20 |
| sky130_fd_sc_hd__o32a_1 | 3 |
| sky130_fd_sc_hd__nand4_1 | 4 |
| sky130_fd_sc_hd__nand3_1 | 12 |
| sky130_fd_sc_hd__clkbuf_8 | 10 |
| sky130_fd_sc_hd__a221oi_1 | 4 |
| sky130_fd_sc_hd__a21oi_1 | 14 |
| sky130_fd_sc_hd__nor3b_1 | 5 |
| sky130_fd_sc_hd__mux2i_1 | 13 |
| sky130_fd_sc_hd__o21ai_0 | 73 |
| sky130_fd_sc_hd__o211ai_1 | 4 |
| sky130_fd_sc_hd__o21ai_1 | 4 |
| sky130_fd_sc_hd__mux2_2 | 9 |
| sky130_fd_sc_hd__clkinv_2 | 2 |
| sky130_fd_sc_hd__a22o_1 | 6 |
| sky130_fd_sc_hd__a22oi_1 | 8 |
| sky130_fd_sc_hd__a31oi_1 | 14 |
| sky130_fd_sc_hd__inv_1 | 8 |
| sky130_fd_sc_hd__and3_1 | 3 |
| sky130_fd_sc_hd__clkdlybuf4s50_1 | 42 |
| sky130_fd_sc_hd__nand2_1 | 46 |
| sky130_fd_sc_hd__a211o_1 | 2 |
| sky130_fd_sc_hd__buf_4 | 6 |
| sky130_fd_sc_hd__dfxtp_1 | 64 |
| sky130_fd_sc_hd__o22ai_1 | 4 |
| sky130_fd_sc_hd__nor2_1 | 34 |
| sky130_fd_sc_hd__nor3_1 | 8 |
| sky130_fd_sc_hd__a41oi_1 | 2 |
| sky130_fd_sc_hd__nand3b_1 | 52 |
| sky130_fd_sc_hd__nor2b_1 | 18 |
-- cell usage after synthesis, drive strengths merged --
cell      n  share of area [%]
nor2b    18                3.0
a22oi     8                1.6
a222oi    1               0.27
o22ai     4               0.66
mux2      9                2.7
inv       8               0.80
a211oi    1               0.20
nor4      1               0.17
buf      17                2.6
a22o      6                1.4
a21oi    14                1.9
a221o     1               0.27
or2b      1               0.20
dfxtp    64                 34
or2       1               0.23
mux2i    13                3.5
nand4     4               0.66
nor4bb    1               0.27
a221oi    4               0.93
o21ai    77                 10
a31oi    14                2.3
nor2     35                3.7
nand2b   20                3.3
nand3    12                1.6
nor3      8                1.1
nor3b     5                1.0
nand2    47                4.8
o311ai    1               0.23
a41oi     2               0.47
or3       1               0.17
a211o     2               0.47
nand3b   52                 10
nand4bb   1               0.30
a2111oi   1               0.23
a41o      1               0.27
and3      3               0.50
o31ai     1               0.20
o211ai    4               0.80
o32a      3               0.80
clkbuf   19                2.0
-- worst paths after layout --
| check | cells past startpoint | start | slack (ps) | to |
|---|---|---|---|---|
| hold reg to reg | 2 | rg4.OUT[2] | 500 | rg4.OUT[2] |
| hold / removal | 2 | rg4.OUT[2] | 500 | rg4.OUT[2] |
| setup reg to reg | 4 | rg1.OUT[3] | 5340 | rg1.OUT[3] |
| setup / recovery | 7 | A1[3] | 1040 | RD1[3] |
-- cell families (layout without fill, tap and decap cells) --
group                  Yosys count  after routing  share of synthesized area, %
AOI/OAI and AO/OA              145            145                          23.2
buffers and inverters           44             72                          5.32
DFF                             64             64                          34.0
muxes                           22             22                          6.15
and+or+nand+nor                210            210                          31.3
-- power breakdown --
group          internal (mW)  leakage [nW]  total, mW  switching, mW
clock                  0.199        0.0993      0.370          0.171
combinational         0.0519         0.869      0.118         0.0662
sequential             0.423         0.517      0.430        0.00659
-- metrics by stage --
stage                     hold WS (ps)  power, mW  util, %  worst slack (ps)  cells
final                              503      0.918     60.4              1040    612
after global routing               525      0.948     60.4               864    612
after CTS                          497      0.915     60.4              1070    612
after detailed placement           485      0.555     57.7              1080    596
after global placement             485      0.555     57.7              1100    596
after floorplan                    456      0.508        -              2650    485
-- area by class of cell --
class                   instances  area (µm²)  share of cell area, %
well taps                      99         124                   2.83
inverters                       8        30.0                  0.686
clock inverters                 5        56.3                   1.29
repair buffers                 48         465                   10.6
multi-input cells             377        2280                   52.1
flip-flops and latches         64        1280                   29.2
clock buffers                  11         141                   3.23
-- worst register-to-register path: stages, from the launching register on --
cell and delay, ps:
sky130_fd_sc_hd__dfxtp_1 320, sky130_fd_sc_hd__inv_1 80, sky130_fd_sc_hd__nor2_1 50, sky130_fd_sc_hd__nand2_1 70, sky130_fd_sc_hd__o21ai_0 90
Power is estimated from default activity; no workload was simulated.
