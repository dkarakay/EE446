==> flow/design.v <==
module memory #(parameter W = 4) (
  input wire CLK,
  input wire WE,
  input wire [W-1:0] INPUT,
  input wire [31:0] ADDR,
  output reg [W-1:0] OUT
);
  reg [31:0] mem [0:(1<<10)-1];  
  always @(*) begin
    OUT = mem[ADDR];
  end
  always @(posedge CLK) begin
    if (WE) begin
      mem[ADDR] <= INPUT;
    end
  end
endmodule
==> flow/run.sh <==
#!/bin/bash
# OpenROAD 26Q1-2900-gdf79404cd8, Yosys 0.63+post, stock flow scripts
make -C /OpenROAD-flow-scripts/flow DESIGN_CONFIG=/design/flow/config.mk WORK_HOME=/design/flow/orfs finish
==> flow/config.mk <==
export PLATFORM = sky130hd
export DESIGN_NAME = memory
export DESIGN_NICKNAME = memory
export VERILOG_FILES = /design/flow/design.v
export SDC_FILE = /design/flow/constraint.sdc
export NUM_CORES = 4
export LEC_CHECK = 1
export CORE_UTILIZATION = 40
export SYNTH_MEMORY_MAX_BITS = 65536
==> flow/constraint.sdc <==
current_design memory

set clk_period 17.3
set clk_io_pct 0.2

create_clock -name clk0 -period $clk_period [get_ports {CLK}]

set non_clock_inputs [all_inputs -no_clocks]
set_input_delay [expr $clk_period * $clk_io_pct] -clock clk0 $non_clock_inputs
set_output_delay [expr $clk_period * $clk_io_pct] -clock clk0 [all_outputs]
==> deck_impl_summary.md <==
Physical Implementation Snapshot

Status
  – Status: completed

Global routing
  – Vias in the first global route: 90480
  – Antenna violations before repair: 27
  – Grt total ovfl: 0
  – All-layer global routing usage: 23.94%
  – First-pass GRT wire length: 633900 um
  – Largest net degree at the start of global routing: 142

STA
  – Final Hold Viols: 0
  – Peak Freq: 76.03 MHz
  – Setup TNS: 0 ns
  – RSZ-0062 raised after global routing: false
  – Final max-slew violation count: 0
  – Worst slew pin tran: 1.215 ns
  – Period minus WS final: 13.15 ns
  – Fin crit share: 76.03%
  – Setup ws final: 4.147 ns
  – # setup viols final: 0
  – Slew HR: 18.58%
  – Final Hold Slack: 2.977 ns

Final layout
  – Top reg by flops: mem
  – Synth-to-Final Area Change: 12.30%
  – Final std cells w/o fill: 14620
  – Largest registers: mem x4096
  – Max reg flops: 4096
  – Share of cells above drive strength 1: 14.57%

CTS
  – CTS resizes: 0
  – Htree depth: 5
  – CTS tree: done
  – CTS Hold Bufs: 0
  – Clk Tree Root Cell: clkbuf_16
  – Setup Buffers After CTS: 0
  – CTS Buf Count: 407
  – Clock Sinks: 4096
  – CTS clk-pin slew, worst paths: 0.06 ns
  – Clock Path Buffers: 4

Worst hold path
  – Worst hold path type: input port to flop

Setup path
  – Buf/Inv on CP: 6
  – Critical path class: input port to primary output
  – Startpoint types: input port
  – Cell repeated most along the worst path: buf_4
  – CP max FO: 45
  – Slowest stage cell on the critical path: buf_4
  – Crit path cell chain: buf_8 -> buf_4 -> buf_4 -> or4b_4 -> buf_4 -> buf_4 -> o22ai_1 -> nor4_1 -> nand3_1 -> nand4_1 -> and4_1 -> nand4b_1 -> clkdlybuf4s50_1
  – CP required: 13.84 ns
  – Crit-path max cell delay: 0.64 ns
  – Crit end category: primary output
  – Arrival time worst endpoint: 9.69 ns
  – Delay-heaviest family, CP: buffers and inverters

Placed design
  – Total instance count after detailed placement: 13850
  – GPL Wtd Cong: 0.8902
  – Port bufs: 19
  – Detail Placement HPWL: 267600 um
  – DP Worst Slack: 4.135 ns

Floorplan
  – Die Width: 636.0 um
  – Core area: 399700 um^2
  – Chip area: 404500 um^2
  – Die height: 636.0 um
  – # IOs: 42
  – Site row count: 232
  – FP Util: 40.22%

Yosys
  – Ys Warns: 1
  – Post-synth regs: 4096
  – Yosys stat cell total: 8915
  – Top cell types by occurrence after synthesis: 4096 x edfxtp_1, 1235 x mux2i_1, 1140 x nor2_1, 508 x o22ai_1, 401 x mux4_2
  – Synth area leader: edfxtp_1
  – Seq share, synth: 76.51%
  – Top cell type by instance count after synthesis: edfxtp_1
  – Main flop type: edfxtp_1
  – Top cells by area: edfxtp_1 77%, mux2i_1 7.7%, mux4_2 5.6%, nor2_1 2.7%, o22ai_1 2.0%
  – Mean Syn Cell Area: 18.03 um^2
  – Flip-flops with a built-in enable: 4096
  – Gate Count Post-Synth: 8915
  – Async SR Flop Fraction: 0%
  – Post-synth top area share: 76.51%
  – Chip area in the Yosys report: 160800 um^2
  – Unique cell types: 68
  – Post-Syn Area: 160800 um^2

Job
  – Maxcap violations: 0
  – Tool warning count: 60

Power
  – Max rail drop VDD: 0.00009930 V
  – Comb power frac: 4.4%
  – Sw Share: 21.08%
  – Int Power: 16.22 mW
  – Clock power share: 42.5%
  – Net Sw Power: 4.334 mW
  – Sequential share of power: 53.1%
  – Pwr dens: 113.9 nW/um^2
  – Leak pwr: 57.89 nW

Routing
  – DRC Markers: 0
  – Initial DRC count: 5182
  – DRT Wirelength: 442900 um
  – Vias: 83670
  – DRT antenna net count: 0
  – Wire per inst: 30.29 um
  – Via/cell ratio: 5.722
  – Initial DRT Pass Iterations: 7
final timing paths:
kind | from | to | slack (ns) | depth (start not counted)
worst max-delay path | ADDR[0] | OUT[0] | 4.15 | 13
worst min-delay path | INPUT[0] | mem[785][0] | 2.98 | 1
cell usage in the layout (no fill, tap or decap), drive strengths merged, types with 5 or more instances in the layout:
cell           synthesis  layout
nand3b                 5       5
a211oi                10      10
clkinvlp               0      18
nor4                 154     154
nand4b                 7       7
o211ai                13      13
nor3                  35      35
mux4                 417     417
and2                   8       8
clkbuf               220     483
nor2b                 10      10
a31oi                 16      16
nand4                 30      30
nand4bb                5       5
edfxtp              4096    4096
o2111ai               26      26
nand2                183     183
o22ai                508     508
nor2                1140    1140
mux2                  21      21
a22oi                111     111
bufinv                 0      45
nand3                 67      67
buf                  411     291
o221ai                 6       6
mux2i               1235    1235
diode                  0      36
clkinv                 2     178
o21ai                110     110
clkdlybuf4s50          0       9
a21oi                  5       5
nor3b                  5       5
inv                    1      16
metal layers:
layer | GRT usage, % | up-vias | part of all wire (%)
met5 | 1.288 | - | 0.12
met4 | 8.631 | 26 | 4.4
met3 | 19.28 | 903 | 18
met2 | 34.55 | 5140 | 46
met1 | 26.72 | 41710 | 31
li1 | - | 35890 | -
power groups by stage:
stage	combinational (mW)	sequential (mW)	clock [mW]
finish	0.898	10.9	8.74
CTS	0.898	10.9	8.85
global route	0.953	10.9	9.22
final cells by class:
class	count	area (um^2)
fill	32820	219200
sequential	4096	123000
multi-input combinational	4185	35110
clock buffer	483	10560
tap	5265	6588
clock inverter	254	2655
timing repair buffer	300	2530
antenna	36	90.09
inverter	3	13.76
through the flow:
stage	utilization [%]	power [mW]	area, um^2
2_1_floorplan	-	11.59	160800
3_3_place_gp	41.84	12.02	167200
3_5_place_dp	41.84	12.03	167200
4_1_cts	45.14	20.67	180400
5_1_grt	45.15	21.10	180500
6_report	45.17	20.56	180500
kinds of logic (layout without fill, tap and decap cells):
family | Yosys count | in the layout | share of synthesized area, %
other | 0 | 36 | 0
muxes | 1673 | 1673 | 13.72
DFF | 4096 | 4096 | 76.51
AOI/OAI and AO/OA | 833 | 833 | 3.374
buffers and inverters | 634 | 1040 | 1.935
and+or+nand+nor | 1679 | 1679 | 4.470
Power is estimated from default activity; no workload was simulated.
